`flow/config.mk`:
```
export PLATFORM = sky130hd
export DESIGN_NAME = ALU
export DESIGN_NICKNAME = ALU
export VERILOG_FILES = /design/flow/design.v
export SDC_FILE = /design/flow/constraint.sdc
export NUM_CORES = 4
export LEC_CHECK = 1
export CORE_AREA = 10 10 98 98
export DIE_AREA = 0 0 108 108
```
`flow/constraint.sdc`:
```
current_design ALU

set clk_period 12.9
set clk_io_pct 0.2

create_clock -name clk0 -period $clk_period

set non_clock_inputs [all_inputs -no_clocks]
set_input_delay [expr $clk_period * $clk_io_pct] -clock clk0 $non_clock_inputs
set_output_delay [expr $clk_period * $clk_io_pct] -clock clk0 [all_outputs]
```
`flow/design.v`:
```
module ALU(Ain, Bin, ALUop, out, Z);
	parameter k = 16;
	input[k-1:0] Ain, Bin;
	input[1:0] ALUop;
	output reg[k-1:0] out;
	output reg Z;
	always@(*) begin 
		case(ALUop)
			2'b00: out = Ain + Bin;
			2'b01: out = Ain - Bin;
			2'b10: out = Ain & Bin;
			2'b11: out = ~Bin;
		default: out = 16'bx;
		endcase	
	end
	always@(*) begin
	if(out == 0)
	Z = 1;
	else
	Z = 0;
	end
endmodule 
```
`flow/run.sh`:
```
#!/bin/bash
# OpenROAD 26Q1-2900-gdf79404cd8, Yosys 0.63+post, stock flow scripts
make -C /OpenROAD-flow-scripts/flow DESIGN_CONFIG=/design/flow/config.mk WORK_HOME=/design/flow/orfs finish
```
==> out/results.tsv <==
stage	metric	value	unit
timing	setup ws final	2.75	ns
setup_path	startpoint types	input pin	
synth	adder share	0.136	
global_route	vias in the first global route	1931	
finish	non-filler cells, final	397	
finish	Flops	0	
power_and_ir_drop	Int Pwr	63.9	uW
clock_network	Hold Buf Count CTS	0	
synth	simple share	0.318	
synth	Yosys Chip Area	1720	um2
synth	number of cells in Yosys stat	253	
placed_design	GPL Wtd Cong	0.917	
setup_path	Critical Path RT	10.32	ns
power_and_ir_drop	maximum vdd ir drop	0.0153	mV
floorplanning	io pins	51	
synth	Syn Area/Cell	6.78	um2
timing	Fin Setup TNS	0	ns
finish	Sequential cell area	0	um2
finish	logic area	1640	um2
power_and_ir_drop	Net Sw Frac	0.494	
floorplanning	Core Box Area	7650	um2
power_and_ir_drop	Comb pwr share	1.000	
global_route	global-route wire length before repair	9.67	mm
flow_run	Max-Cap Viols	0	
power_and_ir_drop	Tot Pwr	126	uW
route	vias per cell	5.13	
global_route	initial antenna violation count	0	
run_status	status	completed	
global_route	largest net degree at the start of global routing	32	
power_and_ir_drop	Leak Pwr	0.893	nW
clock_network	PostCTS Resize Cnt	0	
timing	Worst slew margin	0.556	
timing	max-slew violations	0	
setup_path	CP startpoint	ALUop[0]	
finish	fin util	0.304	
route	initial DRC count	132	
floorplanning	row count	32	
setup_path	CP endpoint kind	output port	
synth	Unique cell types	56	
timing	Max Fclk	0.0986	GHz
finish	layout filler cell count	812	
floorplanning	Die ar.	11700	um2
power_and_ir_drop	PD cells	54.3	nW/um2
timing	Worst-Margin Slew	0.662	ns
synth	Top logic family	AND-OR/OR-AND gates	
synth	XOR/XNOR Area Share	0.102	
placed_design	input/output buffers	51	
placed_design	placed insts	397	
power_and_ir_drop	P_sw	62.3	uW
setup_path	CP Capture Point	Z	
power_and_ir_drop	power share of the clock group	0	
route	diode count	0	
synth	Post-synth seq share	0	
setup_path	CP Max Fanout	27	
timing	min Tclk post-route	10.15	ns
floorplanning	fp util	0.224	
timing	unrepaired setup endpoints after global routing	no	
global_route	Overflow after GRT	0	
timing	Final setup viols	0	
hold_path	HP Class	in -> out	
floorplanning	DIE HEIGHT	108	um
route	final WL	5.83	mm
synth	Syn. warnings	1	
setup_path	Critical Path AT	7.57	ns
finish	CLK BUF	0	
setup_path	Setup CP Type	in -> out	
global_route	Tot GR Track Use	0.0993	
floorplanning	die width	108	um
finish	Layout area overhead	35.4	%
power_and_ir_drop	Sequential Power Share	0	
finish	share of cells above drive strength 1	0.0441	
hold_path	hold depth	5	
route	via count	2036	
placed_design	DPL Wire Length	4.79	mm
timing	final hold viol count	0	
flow_run	Tool Warnings	33	
clock_network	Post-CTS Setup Bufs	0	
synth	AO/OA Area Share	0.385	
synth	Mux area share	0.0124	
route	DRT Pass-1 Iters	4	
synth	Netlist Area Pre-Place	1720	um2
route	Routed Antenna Nets	0	
placed_design	pre-CTS setup slack	2.75	ns
route	routed length per instance	14.7	um
synth	Mapped Cells	253	
timing	period utilisation layout	0.786	
route	drt drc	0	
-- metrics by stage --
step / hold WS (ns) / area, um2
6_report: 6.27 / 2320
5_1_grt: 6.33 / 2320
4_1_cts: 6.27 / 2320
3_5_place_dp: 6.27 / 2320
3_3_place_gp: 6.28 / 2320
2_1_floorplan: 5.23 / 1720
-- worst min-delay path by stage --
stage	startpoint	end	slack [ns]
6_report	Ain[5]	out[5]	6.27
4_1_cts	Ain[5]	out[5]	6.27
5_1_grt	Ain[5]	out[5]	6.33
-- final cells by class --
class,count,share of cell area
Multi-Input combinational cell,232,0.704
Inverter,11,0.0178
Tap cell,102,0.0550
Timing Repair Buffer,52,0.223
-- power by group through the flow --
stage                 Clock, mW  Combinational [mW]  Sequential [mW]
after CTS                     0               0.127                0
after global routing          0               0.141                0
final                         0               0.126                0
-- cells in the mapped netlist (4+ instances only) --
cell type	instances	area, um2
o211ai_1	5	37.5
nand3_1	17	85.1
o21a_1	5	37.5
a21o_1	4	30.0
nand2_1	19	71.3
nor2_1	16	60.1
nor3_1	9	45.0
o31ai_1	6	45.0
xor2_1	12	105
xnor2_1	8	70.1
ha_1	17	213
inv_1	10	37.5
and3_1	4	25.0
a21oi_1	16	80.1
nand3b_1	5	37.5
a21boi_0	4	30.0
nor2b_1	7	43.8
clkbuf_1	9	33.8
o211a_1	4	40.0
o21ai_0	23	115
-- cell families (layout without fill, tap and decap cells) --
| family | count (synthesis) | after routing |
|---|---|---|
| adder cells (fa/ha/maj) | 18 | 18 |
| AND-OR/OR-AND | 91 | 91 |
| buffers and inverters | 21 | 63 |
| multiplexers | 2 | 2 |
| AND/OR/NAND/NOR | 101 | 101 |
| XOR/XNOR | 20 | 20 |
-- worst max-delay path: stages --
cell and delay (ns):
clkdlybuf4s50_1 0.69, clkinv_1 0.63, nor2_1 0.52, nor2_1 0.11, xnor2_1 0.15, ha_1 0.38, and2_1 0.23, a221o_1 0.36
a31oi_1 0.32, o221ai_1 0.23, mux2i_1 0.20, o211a_1 0.18, o221ai_2 0.10, a2111oi_2 0.34, clkdlybuf4s50_1 0.53
-- metal layers --
layer	share of wire	GRT usage
met4	0.0043	0.00191
met5	0	0
met3	0.069	0.0145
met2	0.44	0.163
met1	0.49	0.142
-- cells in the final DEF (no fill, tap or decap), types with 3 or more instances in the layout --
master            n
inv_1            10
clkdlybuf4s50_1  51
nor3_1            9
a211o_1           3
and3_1            4
o21a_1            5
a21oi_1          16
or2_2             3
o31ai_1           6
and3b_1           3
nor2_1           16
nor2b_1           7
ha_1             17
a21o_1            4
nand3b_1          5
nand3_1          17
xor2_1           12
o211ai_1          5
nand2b_1          3
o21ai_0          23
o211a_1           4
a21boi_0          4
xnor2_1           8
nand2_1          19
Power is estimated from default activity; no workload was simulated.
