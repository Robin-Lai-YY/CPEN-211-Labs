[flow/run.sh]
#!/bin/bash
# OpenROAD 26Q1-2900-gdf79404cd8, Yosys 0.63+post, stock flow scripts
make -C /OpenROAD-flow-scripts/flow DESIGN_CONFIG=/design/flow/config.mk WORK_HOME=/design/flow/orfs finish
[flow/config.mk]
export PLATFORM = sky130hd
export DESIGN_NAME = decoder
export DESIGN_NICKNAME = decoder
export VERILOG_FILES = /design/flow/design.v
export SDC_FILE = /design/flow/constraint.sdc
export NUM_CORES = 4
export LEC_CHECK = 1
export CORE_AREA = 10 10 70 70
export DIE_AREA = 0 0 80 80
[flow/constraint.sdc]
current_design decoder

set clk_period 2.4
set clk_io_pct 0.2

create_clock -name clk0 -period $clk_period

set non_clock_inputs [all_inputs -no_clocks]
set_input_delay [expr $clk_period * $clk_io_pct] -clock clk0 $non_clock_inputs
set_output_delay [expr $clk_period * $clk_io_pct] -clock clk0 [all_outputs]
[flow/design.v]
module decoder(in, nsel, opcode, op, readnum, writenum, shift, sximm8, sximm5, ALUop,decoder_out);
	input [15:0]in;
	input [2:0]nsel;
	output [41:0]decoder_out;
	output [2:0]opcode;
	assign opcode = in[15:13];
	output [1:0]op;
	assign op = in[12:11];
	output [1:0]ALUop;
	assign ALUop = in[12:11];
	wire[2:0]Rn; 
	wire[2:0]Rd; 
	wire[2:0]Rm;
	assign Rm = in[2:0];
	assign Rd = in[7:5];
	assign Rn = in[10:8];  
	output reg[2:0]readnum;
	output reg[2:0]writenum;
	always @(*) begin
		case(nsel)
			3'b001:{readnum,writenum}={Rn,Rn};
			3'b010:{readnum,writenum}={Rd,Rd};
			3'b100:{readnum,writenum}={Rm,Rm};
			default:{readnum,writenum}={3'bx,3'bx};
		endcase
	end	
	output[1:0]shift;
	assign shift = in[4:3];
	wire [7:0]imm8;
	assign imm8 = in[7:0];
	output [15:0]sximm8;  
	extend_sign #(8,8) first(.ex_in(imm8),.ex_out(sximm8));
	wire [4:0]imm5;
	assign imm5 = in[4:0];
	output [15:0]sximm5;  
	extend_sign #(5,11) second(.ex_in(imm5),.ex_out(sximm5));	
	assign decoder_out = {ALUop, sximm5, sximm8, shift, readnum, writenum};
endmodule
module extend_sign(ex_in,ex_out);
	parameter n=1;
	parameter m = 1;
	input [n-1:0]ex_in;
	output reg [15:0]ex_out;
	always@(*) begin 
		if(ex_in[n-1])
			ex_out = {{m{1'b1}}, ex_in}; 
		else if(~ex_in[n-1])
			ex_out = {{m{1'b0}}, ex_in}; 
		else
			ex_out = 16'bx;
	end
endmodule
==> Changelog: implementation <==
## Implementation

- Peak VDD IR: between 0.02 and 0.03 mV
- Layout cell share with drive strength beyond 1: a little over an eighth
- Vias: approximately 420
- Port Buffer Count: a little under 60
- Vias in the first global route: 408
- Die Span Y: roughly 80 um
- Final Total Pwr: approximately 140 uW
- Final cell utilization of the core: a little under a quarter
- Final Slew Violations: 0
- GRT Overall Usage: 4.318%
- Hold path endpoint: ALUop[0]
- Min-delay src: in[11]
- FF+latch area: 0 um2
- TritonRoute pass-1 iters: 2
- Slew HR: around 85%
- CP Launch Type: primary input
- Status: complete, no violations
- Worst Setup Path Type: in2out
- Chip width: 80 um
- Wire per inst: 13.43 um
- GR peak layer: met2
- Cts hold-fix bufs: 0
- Critical path origin: in[0]
- Final period utilization: between 90% and 100%
- Max Clk Rate: approximately 430 MHz
- Clock buffer count: 0
- DRC errors left: 0
- I/O pin count: approximately 110
- Flops: 0
- Post-layout min period: ~2.3 ns
- Initial antenna violation count: 0
- DR vias/cell: between 3 and 4
- Final setup violation count: 0
- Cell Pwr Density: ~170 nW/um2
- Seq share, synth: 0%
- Comb area leader: buffers and inverters
- Mux frac, synth: 0%
- Core Rows: 21
- Core area: 3416 um2
- Yosys aoi share: 8.838%
- Chip area in the Yosys report: approximately 760 um2
- M1 GR Usage: 4.614%
- Post-route ant nets: 0
- Gpl congestion: ~0.74
- Dominant logic cell types in the final layout: 42 x clkdlybuf4s50_1, 12 x dlygate4sd2_1, 8 x buf_4, 4 x dlymetal6s2s_1
- Post-Synth Simple-Gate Area: ~6.7%
- XOR-XNOR Cells, Area Fraction: 0%
- Ys cells: 103
- OpenROAD warning count: 32
- Worst-margin pin slew: 0.2287 ns
- Post-synthesis cell count: about 100
- Syn Std Cell Area: 764.5 um2
- Initial DRC Count: 17
- Multi-input gate area: 118.9 um2
- P_leak: 0.3547 nW
- Area Growth Syn to Fin: 6.219%
- Endpoint type of the worst setup path: output port
- CP required: 1.92 ns
- Pin count of the biggest net entering global routing: 29
- Global-route wire length before repair: roughly 2.3 mm
- Core utilization at floorplan: approximately 22%
- Worst-path fanout max: 3
- Syn. warnings: 3
- Die ar.: 6400 um2
- Final Hold Vio Count: 0
- Hold Path Cell Cnt: 0
- Hold crit path type: in2out
- M3 GR Usage: 1.250%
- Met2 Use GR: roughly 7.7%
- Grt total ovfl: 0
- Number of diodes: 0
- Avg Cell Area, Syn: ~7.4 um2
- CP arrival: 1.84 ns
- Maxcap violations: 0
- Adder Share, Synth: 0%
- Synth unique cells: 8
- Fillcell total: 382
- Total wire length: roughly 1.7 mm
- Highest-count logic cell in the final layout: clkdlybuf4s50_1
## timing repair
item	CTS	global route
endpoints found under the setup margin	12	3
gates resized	14	4
setup buffers	2	1
pin swaps	4	2
## report_power, final
group          switching (mW)  internal, mW
Clock                       0             0
Sequential                  0             0
Combinational          0.0329         0.102
## kinds of logic (layout without fill, tap and decap cells)
| group | count (synthesis) | in the layout |
|---|---|---|
| buffers and inverters | 86 | 66 |
| AND/OR/NAND/NOR | 8 | 8 |
| AND-OR/OR-AND | 9 | 9 |
## layer usage
| metal | vias up | part of all wire [%] | wire [um] |
|---|---|---|---|
| li1 | 204 | - | - |
| met1 | 176 | 33 | 573 |
| met2 | 33 | 45 | 779 |
| met3 | 7 | 21 | 359 |
| met4 | 0 | 1.2 | 20 |
| met5 | - | 0 | 0 |
## stage by stage
step           setup WS, ns  instance area [um2]  hold WS, ns  instances  setup TNS (ns)
2_1_floorplan        0.8565                764.5        1.026        103               0
3_3_place_gp        -0.2029                794.5       0.9600        126          -2.098
3_5_place_dp        -0.1911                794.5       0.9600        126          -2.169
4_1_cts            0.001050                794.5       0.9600        128               0
5_1_grt           -0.002724                812.0       0.9600        129       -0.002724
6_report            0.07654                812.0       0.9600        129               0
## Yosys cell counts
cell type	instances	area share [%]
buf_4	86	84
o311a_1	3	3.9
nor2_1	1	0.49
nor2b_2	3	3.4
nand2b_1	1	0.82
o21ai_0	3	2.0
o21bai_1	3	2.9
nor3_1	3	2.0
## how the worst max path moves through the flow
stage | endpoint | slack (ns) | cells past startpoint
4_1_cts | readnum[0] | 0.001 | 5
5_1_grt | decoder_out[0] | -0.003 | 5
6_report | decoder_out[0] | 0.08 | 5
## critical path: stages
cell,delay (ns)
clkdlybuf4s50_1,0.48
nor3_1,0.06
o21ai_1,0.13
o311a_1,0.22
clkdlybuf4s50_1,0.48
## final cells by class
type	instances	share of cell area, %
multi-input combinational	17	14.64
tap	46	7.088
timing repair buffer	66	78.27
No activity file was given, so power comes from the tool's default toggle rates.
